## design/flow/design.v

```verilog
module uPController1 (clk, Z, ControlBus);
input clk;
input Z;
output [6:0] ControlBus;
reg [2:0] pCounter;
reg [1:0] conditionSelect;
reg [2:0] branchAddress;
reg [11:0] ControlRegister;
reg [6:0] ControlBus;
reg [5:0] ROM [11:0];  
always @(posedge clk)
begin
if(clk)
begin
	ROM[0]=12'b000000000110;
	ROM[1]=12'b000001000000;
	ROM[2]=12'b000000111000;
	ROM[3]=12'b010100000000;
	ROM[4]=12'b000000000001;
	ROM[5]=12'b101010000000;
	ControlRegister = ROM[pCounter];
	conditionSelect = ControlRegister[11:10];
	branchAddress = ControlRegister[9:7];
	ControlBus = ControlRegister[6:0];
	case(conditionSelect)
	2'b00:pCounter = pCounter + 1'b1;
	2'b01:
	if(Z)
	pCounter = branchAddress;
	else
	pCounter = pCounter + 1'b1;
	2'b10:pCounter = branchAddress;
	endcase
end
end 
endmodule
```

## design/flow/run.sh

```bash
#!/bin/bash
# OpenROAD 26Q1-2900-gdf79404cd8, Yosys 0.63+post, stock flow scripts
make -C /OpenROAD-flow-scripts/flow DESIGN_CONFIG=/design/flow/config.mk WORK_HOME=/design/flow/orfs finish
```

## design/flow/config.mk

```make
export PLATFORM = sky130hd
export DESIGN_NAME = uPController1
export DESIGN_NICKNAME = uPController1
export VERILOG_FILES = /design/flow/design.v
export SDC_FILE = /design/flow/constraint.sdc
export NUM_CORES = 4
export LEC_CHECK = 1
export CORE_AREA = 10 10 70 70
export DIE_AREA = 0 0 80 80
```

## design/flow/constraint.sdc

```tcl
current_design uPController1

set clk_period 1.0
set clk_io_pct 0.2

create_clock -name clk0 -period $clk_period [get_ports {clk}]

set non_clock_inputs [all_inputs -no_clocks]
set_input_delay [expr $clk_period * $clk_io_pct] -clock clk0 $non_clock_inputs
set_output_delay [expr $clk_period * $clk_io_pct] -clock clk0 [all_outputs]
```

==> out/qor.csv <==
metric;value;unit
ys_sh_mux;0;
warnings;30;
netlist_area;235;µm²
drtIter0Drc;1;
aoi_share;0.0319;
diodes;0;
core;3420;µm²
antenna_found_initial;0;
vias;137;
die_x;80;µm
grt_pass1_wl;593;µm
ys_cells;21;
lay_top_cells;dfxtp_1, ha_1, clkbuf_4, clkdlybuf4s15_1, dlygate4sd2_1;
crit_path_max_fanout;3;
area_growth;46.3;%
io_pins;9;
cp-end-kind;output port;
finalHoldViolations;0;
start_kind;flop;
status;finished, final reports clean;
ys_sh_xor;0.0372;
lay_top_count;dfxtp_1;
netlist_instances;21;
rows;21;
critical_path_required;0.80;ns
fin_cells;72;
clk_latency;0.24;ns
yosysWarnings;14;
first_global_vias;132;
period_needed;0.980;ns
gp_congestion;0.692;
dp.cells;69;
grt_overflow;0;
finalClockSkew;0.00361;ns
yosys_area;235;µm²
n_fill_cell;402;
pre_cts_ws;-0.00870;ns
critical_path_arrival;0.78;ns
combGateArea;77.6;µm²
slowest_delay;0.31;ns
grt_use_total;0.0121;
setup-tns-final;0;ns
die_h;80;µm
finalClockPeriodUsage;0.980;
grt_max_degree;6;
drt_pass1_iterations;2;
crit_path_top_delay_cell;dfxtp_2;
simple_gate_area_frac;0.0851;
chip_area;6400;µm²
ir_worst_vdd;0.325;mV
clkSinkCount;6;
cts.hold.buffers_added;0;
logic_family;buffers and inverters;
synthAdderAreaFrac;0.160;
synth_cell_type_count;10;
holdWs;0.461;ns
yosysSeqAreaShare;0.511;
drive_gt1_frac;0.269;
hpwl;289;µm
ys_seq_elements;6;
post_cts_buffers;0;
wire_per_inst;4.69;µm
cts-root-buf;clkbuf_4;
viasPerCell;1.90;
min_path_type;reg -> reg;
critical_path_class;reg -> out;
path_buffers;1;
final-setup-viol-count;0;
leakagePower;0.168;nW
rsz0062_at_grt;true;
seqCellArea;123;µm²
floorplan.core_util;0.0689;
ctsLongestPathBuffers;2;
cts_tree;yes;
port_buffers;6;
drv_cap;0;
slew_viol_final;0;
htree_levels;1;
drc;0;
powerDensity;1300;nW/µm²
final_antenna_net_count;0;
cts-buffers-inserted;3;
crit_family;flip-flops;
fin_ws;0.0201;ns
synth_area_per_cell;11.2;µm²
routed_wl;338;µm
cts.clk_slew.worst_paths;0.04;ns
max_freq;1.02;GHz
worstPathCellList;dlygate4sd2_1;
## sequential cells by signal, indices dropped and copies added (netlist names)
register / count
pCounter: 3
ControlBus: 3
## cell families after synthesis
kind of cell | after synthesis
AND-OR/OR-AND | 1
buffers and inverters | 6
other | 1
flip-flops | 6
adder cells (fa/ha/maj) | 3
AND/OR/NAND/NOR | 3
XOR/XNOR | 1
## stage by stage
stage / cell area, µm² / power, W / util
after floorplan: 235 / 0.000247 / -
after global placement: 323 / 0.000245 / 0.0945
after detailed placement: 323 / 0.000245 / 0.0945
after CTS: 340 / 0.000461 / 0.0996
after global routing: 344 / 0.000491 / 0.101
final: 344 / 0.000448 / 0.101
## Yosys cell counts
library cell | number | share of area
conb_1 | 1 | 0.016
dfxtp_1 | 6 | 0.51
nand2_1 | 1 | 0.016
ha_1 | 3 | 0.16
buf_4 | 4 | 0.13
and2b_2 | 1 | 0.037
xor2_1 | 1 | 0.037
inv_1 | 2 | 0.032
o31ai_1 | 1 | 0.032
and3_2 | 1 | 0.032
## worst reg2reg max path: stages, from the launching register on
cell	delay (ns)
dfxtp_1	0.35
inv_1	0.09
ha_1	0.20
and2b_2	0.19
## final cells by class
cell class / count / share of cell area
inverters: 2 / 0.0218
repair buffers: 6 / 0.164
multi-input cells: 9 / 0.225
clock buffers: 3 / 0.0655
flip-flops and latches: 6 / 0.356
well taps: 46 / 0.167
## per-layer routing
metal,GRT usage,routed length [µm]
met5,0,0
met1,0.0107,144
met3,0.0193,87
met4,0.00176,0
met2,0.0144,106
## what timing repair did
| action | in CTS | in global routing |
|---|---|---|
| endpoints found under the setup margin | 6 | 7 |
| cloned | 0 | 0 |
| resized | 8 | 3 |
| pin swaps | 0 | 1 |
## power by group
group          switching, W  leakage (nW)  internal, W
Clock             0.0000732        0.0138     0.000135
Combinational   0.000000169         0.104            0
Sequential                0        0.0493     0.000240
Total             0.0000734         0.168     0.000375
## path summary, 6_finish.rpt
kind                 start       endpoint  slack (ns)  depth (start not counted)
min            pCounter[0]    pCounter[0]        0.46                          1
max reg2reg    pCounter[0]  ControlBus[4]        0.07                          3
min reg2reg    pCounter[0]    pCounter[0]        0.46                          1
max          ControlBus[4]  ControlBus[3]        0.02                          1
Power is estimated from default activity; no workload was simulated.
