==> design/flow/design.v <==
module project1(Clk, LEDS);
input Clk;
output [3:0] LEDS;
reg [3:0] LEDS;
reg [7:0] Condition;
reg [7:0] Cont;
initial 
begin
	LEDS = 1; 
	Condition = 2'b01;
end
always@(posedge Clk )
begin	
	if(Clk)
	begin
		if (Condition == 2'b00)
			begin
			LEDS <= 1;
			Condition <= Condition + 1'b1;			
			end		
		if (Condition == 2'b01)
			begin
			LEDS <= 2;
			Condition <= Condition + 1'b1;			
			end
		if (Condition == 2'b10)
			begin
			LEDS <= 4;
			Condition <= Condition + 1'b1;			
			end
		if (Condition == 2'b11)
			begin
			LEDS <= 8;
			Condition <= Condition - 2'b11;			
			end
	end
end
endmodule
==> design/flow/run.sh <==
#!/bin/bash
# OpenROAD 26Q1-2900-gdf79404cd8, Yosys 0.63+post, stock flow scripts
make -C /OpenROAD-flow-scripts/flow DESIGN_CONFIG=/design/flow/config.mk WORK_HOME=/design/flow/orfs finish
==> design/flow/config.mk <==
export PLATFORM = sky130hd
export DESIGN_NAME = project1
export DESIGN_NICKNAME = project1
export VERILOG_FILES = /design/flow/design.v
export SDC_FILE = /design/flow/constraint.sdc
export NUM_CORES = 4
export LEC_CHECK = 1
export CORE_AREA = 10 10 80 80
export DIE_AREA = 0 0 90 90
==> design/flow/constraint.sdc <==
current_design project1

set clk_period 3.8
set clk_io_pct 0.2

create_clock -name clk0 -period $clk_period [get_ports {Clk}]

set non_clock_inputs [all_inputs -no_clocks]
set_input_delay [expr $clk_period * $clk_io_pct] -clock clk0 $non_clock_inputs
set_output_delay [expr $clk_period * $clk_io_pct] -clock clk0 [all_outputs]
==> out/metrics.csv <==
metric,value,unit
n_antenna_cell,0,
fin_crit_sh,51.01,%
gp_congestion,0.8523,
cap_violations,0,
drt_iter0_markers,21,
grt_setup_unrepaired,false,
warning_count,28,
num_io_pins,5,
grt_overflow_total,0,
ff_type,edfxtp_1,
max_freq,515.9,MHz
met3_usage,0.7544,%
cp_slowest_stage_delay,0.47,ns
grt_max_degree,9,
hold_path.class,reg2reg,
post_cts_buffers,0,
grt_pass1_wl,1932,um
port_buffers,4,
rows,25,
cts_buffer_depth,2,
crit_type,reg2reg,
clock_skew,0.0009036,ns
startpoint_type,flop,
ys_warn_count,1,
fp_util,13.27,%
dr.pass1.iters,4,
cts_tree,yes,
root_buffer,clkbuf_8,
area_growth,26.95,%
routed_via_density,3.672,
antenna_found_initial,0,
worstMarginPinSlew,0.3878,ns
total_power,0.2547,mW
power_frac_clock,45.9,%
max_slew_margin,73.96,%
cts_max_level,1,
path_clk_slew,0.05,ns
ys_area,626.9,um^2
cp_cell_sequence,nor4_4 > and2_2 > o41a_1,
use_met2,4.298,%
irDropWorstVdd,0.1686,mV
drive_above_1_share,11.48,%
grt.met1_usage,3.564,%
cp_max_fo,8,
synth_cell_types,23,
drc,0,
cts.repair.resized,0,
drt_wl_total,1151,um
cp.required,3.69,ns
period_needed,1.938,ns
status,"complete, no violations",
synth_area,626.9,um^2
synth-seq-area-share,51.10,%
grt_pass1_vias,422,
hpwl,840.7,um
dieArea,8100,um^2
ctsHoldBuffers,0,
ant_nets,0,
p_leak,0.2783,nW
critPathArrivalTime,1.83,ns
crit_slowest_cell,edfxtp_1,
whs,0.4759,ns
synth-seq-cells,12,
syn_avg_cell_area,11.83,um^2
enable_flop_cells,8,
die_h,90,um
setup_ws,1.862,ns
async_flop_share,0,%
synthTopCellsByArea,"edfxtp_1 38%, dfxtp_1 13%, ha_1 8.0%, o311ai_0 4.2%, a21oi_1 4.0%",
p_sw_share,17.00,%
cp-end-kind,flop,
powerDensity,320.0,nW/um^2
grtUsageTotal,2.706,%
top_usage_layer,met2,
synthCells,53,
cts_sinks,12,
core-area,4723,um^2
vias,470,
timing.setup.tns,0,ns
power_frac_comb,0,%
power_switching,0.04329,mW
seq_power_share,54.1,%
numPlacedInstances,124,
chipWidth,90,um
yosys_cells,53,
setup_viol,0,
cts_buffers,3,
clk_latency,0.24,ns
finalMaxSlewViolations,0,
fill_cells,517,
final_cells,128,
synth_top_area_share,38.32,%
top_area_cell,edfxtp_1,
p_int,0.2114,mW
path_delay_family,simple AND/OR/NAND/NOR gates,
wl_per_cell,8.992,um
finalHoldViolations,0,
pre_cts_slack,1.899,ns
crit_buf_inv,0,
==> cell usage in the layout, fill, tap and decap left out <==
| cell | n |
|---|---|
| mux2_2 | 1 |
| o311ai_0 | 3 |
| clkbuf_1 | 1 |
| a22o_1 | 1 |
| nand3_1 | 1 |
| and4_2 | 1 |
| and3_1 | 2 |
| nor4_4 | 1 |
| ha_1 | 4 |
| xor2_1 | 1 |
| clkdlybuf4s50_1 | 4 |
| o41a_1 | 1 |
| or3_1 | 1 |
| a21oi_1 | 5 |
| o2111ai_1 | 1 |
| a31oi_1 | 3 |
| edfxtp_1 | 8 |
| dfxtp_1 | 4 |
| nand2_1 | 2 |
| and2_2 | 1 |
| nor2b_1 | 2 |
| a32o_1 | 2 |
| clkbuf_8 | 3 |
| xnor2_1 | 1 |
| inv_1 | 5 |
| nor2_1 | 2 |
==> power groups by stage <==
stage | logic, mW | clock network (mW) | registers, mW
CTS | 0.000000130 | 0.119 | 0.138
global route | 0.000000130 | 0.127 | 0.138
finish | 0.000000130 | 0.117 | 0.138
==> worst register-to-register path, stage by stage (launching register included) <==
cell and delay, ns:
edfxtp_1 0.47, nor4_4 0.46, and2_2 0.27, o41a_1 0.40
==> path summary, 6_finish.rpt <==
path	from	endpoint	slack [ns]	cells past startpoint
max	Condition[2]	Condition[7]	1.86	3
min	LEDS[2]	LEDS[2]	0.48	1
max reg2reg	Condition[2]	Condition[7]	1.86	3
min reg2reg	LEDS[2]	LEDS[2]	0.48	1
==> cells by family after synthesis <==
| kind of cell | count (synthesis) | share of synthesized area, % |
|---|---|---|
| AOI/OAI and AO/OA | 16 | 18.96 |
| and+or+nand+nor | 13 | 14.37 |
| DFF | 12 | 51.10 |
| buffers and inverters | 5 | 2.994 |
| adders and majority gates | 4 | 7.984 |
| xor gates and xnor gates | 2 | 2.795 |
| muxes | 1 | 1.796 |
==> layer usage <==
metal / part of all wire (%) / wire, um / vias to the layer above
met5: 0 / 0 / -
met4: 1.6 / 18 / 0
met3: 6.0 / 69 / 4
met2: 47 / 544 / 13
met1: 45 / 519 / 227
li1: - / - / 226
==> state kept, by name, summed over array words and instances, names as in the netlist <==
register / cells
Condition: 8
LEDS: 4
==> through the flow <==
step	utilization [%]	cell area (um^2)
2_1_floorplan	-	626.9
4_1_cts	16.85	795.8
6_report	16.85	795.8
3_5_place_dp	15.89	750.7
5_1_grt	16.85	795.8
3_3_place_gp	15.89	750.7
==> cell usage after synthesis (2+ instances only) <==
library cell	count
a21oi_1	5
edfxtp_1	8
and3_1	2
a31oi_1	3
o311ai_0	3
inv_1	5
nor2b_1	2
nand2_1	2
dfxtp_1	4
ha_1	4
a32o_1	2
nor2_1	2
==> layout make-up <==
| cell class | instances | area, um^2 | area share, % |
|---|---|---|---|
| multi-input combinational | 36 | 287.8 | 36.16 |
| tap | 67 | 83.83 | 10.53 |
| inverter | 5 | 18.77 | 2.358 |
| sequential | 12 | 320.3 | 40.25 |
| clock buffer | 4 | 45.04 | 5.660 |
| timing repair buffer | 4 | 40.04 | 5.031 |
No activity file was given, so power comes from the tool's default toggle rates.
