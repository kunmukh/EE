==> flow/design.v <==
module Test2Clk(Clk,clk1,CLOCK_50,LEDS);
input Clk;
input clk1;
input CLOCK_50;
wire slow_clock;
output [3:0] LEDS;
reg [3:0] LEDS;
reg clk0;
reg direction;
reg temp;
clock_divider mdiv(CLOCK_50,slow_clock);
initial 
begin
	LEDS = 4'b0001;
	direction = 1'b0;
end
always @(negedge clk1)
begin
	if(!temp)
		temp <= 1'b1;
	else
		temp <= 1'b0;
end
always @(negedge Clk  )
begin
	if(!temp)
		direction <= 1'b1;
	else
		direction <= 1'b0;
end
always@(posedge CLOCK_50)
begin
	if (!Clk)
		clk0 <= 1'b1;
	else
		clk0 <= 1'b0;
end
always@(posedge clk0)
begin
	if (direction)
	begin
		if (LEDS == 4'b1000)
			LEDS <= 4'b0001;
		else
			LEDS <= LEDS << 1'b1;
	end
	else
	begin
		if (LEDS == 4'b0001)
			LEDS <= 4'b1000;
		else
			LEDS <= LEDS >> 1'b1;
	end	
end
endmodule
module clock_divider(input fast_clock, output slow_clock);
parameter COUNTER_SIZE = 21;
parameter COUNTER_MAX_COUNT = (2 ** COUNTER_SIZE) - 1;
reg [COUNTER_SIZE-1:0] count;
always @(posedge fast_clock)
begin
	if(count ==COUNTER_MAX_COUNT)
	count <= 0;
	else
	count <= count+1;
end
assign slow_clock = count[COUNTER_SIZE-1];
endmodule
==> flow/run.sh <==
#!/bin/bash
# OpenROAD 26Q1-2900-gdf79404cd8, Yosys 0.63+post, stock flow scripts
make -C /OpenROAD-flow-scripts/flow DESIGN_CONFIG=/design/flow/config.mk WORK_HOME=/design/flow/orfs finish
==> flow/config.mk <==
export PLATFORM = sky130hd
export DESIGN_NAME = Test2Clk
export DESIGN_NICKNAME = Test2Clk
export VERILOG_FILES = /design/flow/design.v
export SDC_FILE = /design/flow/constraint.sdc
export NUM_CORES = 4
export LEC_CHECK = 1
export CORE_AREA = 10 10 70 70
export DIE_AREA = 0 0 80 80
==> flow/constraint.sdc <==
current_design Test2Clk

set clk_period 1.0
set clk_io_pct 0.2

create_clock -name clk0 -period $clk_period [get_ports {CLOCK_50}]
create_clock -name clk1 -period $clk_period [get_ports {Clk}]
create_clock -name clk2 -period $clk_period [get_ports {clk1}]

set non_clock_inputs [all_inputs -no_clocks]
set_input_delay [expr $clk_period * $clk_io_pct] -clock clk0 $non_clock_inputs
set_output_delay [expr $clk_period * $clk_io_pct] -clock clk0 [all_outputs]
==> changes_impl.md <==
## Implementation

- Outcome: completed
- Die Y-Extent: 80 um
- Clock buffer depth: 2
- Hold Crit Class: flop to flop
- Kind of critical path: clock port to flop
- DR DRC count: 0
- Syn_area_per_cell: 11.7 sq um
- Postcts setup bufs: 0
- Floorplan core density: 0.0619
- Reg2reg start: temp$_DFF_N_
- Sequential cell area: 140 sq um
- Clk pin slew, worst setup/hold paths: 30 ps
- I/O pin cnt: 7
- Largest net degree at the start of global routing: 7
- Clock power frac: 0.632
- WP data required: 940 ps
- Ys async rst share: 0
- Synthesized area: approximately 210 sq um
- YS warnings: 2
- Die outline width: 80 um
- Maxcap violations: 0
- Via-to-Cell Ratio: 2.15
- Crit path DAT: 770 ps
- Die ar.: around 0.0064 sq mm
- Area Growth Syn to Fin: 58.6%
- Setup TNS: 0 ps
- Share of post-route cells with drive strength above 1: 0.115
- Worst hold start: temp$_DFF_N_
- Gr ovfl total: 0
- Met3 usage: 0.0114
- P_sw: 66.8 uW
- Crit path capture type: flop
- Via count: 155
- Post-cts sizing count: 0
- Floorplan row count: 21
- All-Layer GR Usage: 0.0153
- Fill count: 408
- Port bufs: 4
- Core area: 0.00342 sq mm
- Flop pwr share: 0.368
- Yosys cell count: 18
- First-pass GRT wire length: 765 um
- Peak supply drop: between 0.4 and 0.5 mV
- DP HPWL: 373 um
- Most common library cells after synthesis: 7 x dfxtp_1, 3 x inv_1, 2 x mux2_1, 2 x nand2_1
- Routed wire length per instance: 6.36 um
- Final hold violation count: 0
- Logic area: 60.1 sq um
- Layout Cells excl Fill: about 70
- Worst Setup SP: Clk
- Max-slew headroom at the worst pin: 0.839
- Routed WL: 458 um
- CTS tree: yes
- GRT met2 Usage: 0.0136
- Synth area leaders: dfxtp_1 66%, mux2_1 11%, inv_1 5.3%
- Unique masters post-synth: 8
- Most Used Layer, Global Route: met1
- CTS Hold Buffers Added: 0
- DRT iter0 DRCs: 3
- Static power due to leakage: approximately 0.12 nW
- Yosys stat chip area: ~210 sq um
- Synth Flop Type: dfxtp_1
- CTS Buf Count: 3
- Post-synth EDFFs: 0
- CP max FO: 2
- Seq/Total Area, Yosys: 0.663
- Unrepaired setup endpoints after global routing: false
- Hold slack: 121 ps
- Register pins left without a clock: 4
- Post-synth top area cell: dfxtp_1
- P_int: 276 uW
- Synth Instances: 18
- Endpoints left unconstrained: 8
- Met1 Resource Use GR: 0.0221
- Vias in the first global route: roughly 180
- Post-DRT Antenna Nets: 0
- Detailed Routing Iterations Pass 1: 2
- Log Warnings: 31
- Synth Register Bits: 7
- Dominant cell area share: 0.663
- CP Launch Type: clock port
- Pwr/cell area: 1020 mW/mm^2
- Cell with the most instances after synthesis: dfxtp_1
- Global placer's final weighted congestion: between 0.6 and 0.7
- Initial antenna violation count: 0
- Util after Layout: 0.0982
- Combinational power share: 0
- Diode count: 0
- Slew @ Worst Pin: ~240 ps
- Clock tree root driver cell: clkbuf_4
- Max-slew violations: 0
- Htree depth: 1
- Switching share of power: 0.195
- Skew final: 0 ps
- Final setup viols: 0
- Inst Count DP: 68
[layer usage]
layer	routed length, um	part of all wire
met4	0	0
met2	144	0.31
met1	271	0.59
met3	43	0.094
met5	0	0
[worst paths after layout]
| check | endpoint | slack, ps | cells after the start |
|---|---|---|---|
| worst max register to register | temp$_DFF_N_ | 560 | 1 |
| worst min-delay path | direction$_DFF_N_ | 120 | 1 |
| max in group clk2 | temp$_DFF_N_ | 560 | 1 |
| max in group clk1 | direction$_DFF_N_ | 810 | 1 |
| worst min register to register | direction$_DFF_N_ | 120 | 1 |
| worst max-delay path | clk0$_DFF_P_ | 170 | 3 |
| min in group clk2 | temp$_DFF_N_ | 370 | 1 |
| min in group clk0 | clk0$_DFF_P_ | 300 | 3 |
[flip-flops by register name, indices dropped and copies added, names as in the netlist]
| signal | flops |
|---|---|
| LEDS | 4 |
| clk0 | 1 |
| direction | 1 |
| temp | 1 |
[metrics by stage]
step           instance area [sq um]  setup WS (ps)  power (mW)
2_1_floorplan                    211            406       0.158
3_3_place_gp                     309            406       0.158
3_5_place_dp                     309            406       0.158
4_1_cts                          335            158       0.362
5_1_grt                          335            151       0.375
6_report                         335            173       0.343
[cell families after synthesis]
logic type	after synthesis	synth area share
buf+inv	3	0.0533
simple gates	4	0.112
mux	2	0.107
flops	7	0.663
compound gates	2	0.0651
[cells in the final DEF (no fill, tap or decap)]
cell,n
clkbuf_4,3
or4b_1,1
o41ai_1,1
mux2_1,2
inv_1,4
nand2b_1,1
nand2_1,2
dfxtp_1,7
o21ai_1,1
clkdlybuf4s50_1,4
[worst max-delay path, stage by stage]
cell and delay, ps:
clkbuf_4 120, clkbuf_4 120, inv_1 40
[final cells by class]
cell class,count,share of cell area
Clock buffer,3,0.0672
Clock inverter,3,0.0336
Inverter,1,0.0112
Multi-Input combinational cell,8,0.179
Sequential cell,7,0.418
Tap cell,46,0.172
Timing Repair Buffer,4,0.119
[power groups by stage]
| stage | Combinational, mW | Clock, mW | Sequential, mW |
|---|---|---|---|
| 4_1_cts | 0.0000000288 | 0.236 | 0.126 |
| 5_1_grt | 0.0000000288 | 0.249 | 0.126 |
| 6_report | 0.0000000288 | 0.217 | 0.126 |
No activity file was given, so power comes from the tool's default toggle rates.
